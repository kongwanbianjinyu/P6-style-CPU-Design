==> ./design.v <==
module num_ones #(parameter WIDTH=16)(
    input [WIDTH - 1:0] A,
    output reg [$clog2(WIDTH):0] ones
    );
integer i;
always@(A)
begin
    ones = 0;   
    for(i=0;i<WIDTH;i=i+1)    
        ones = ones + A[i];  
end
endmodule
==> ./run.sh <==
#!/bin/bash
# OpenROAD 26Q1-2900-gdf79404cd8, Yosys 0.63+post, stock flow scripts
make -C /OpenROAD-flow-scripts/flow DESIGN_CONFIG=/design/flow/config.mk WORK_HOME=/design/flow/orfs finish
==> ./config.mk <==
export PLATFORM = sky130hd
export DESIGN_NAME = num_ones
export DESIGN_NICKNAME = num_ones
export VERILOG_FILES = /design/flow/design.v
export SDC_FILE = /design/flow/constraint.sdc
export NUM_CORES = 4
export LEC_CHECK = 1
export CORE_AREA = 10 10 75 75
export DIE_AREA = 0 0 85 85
==> ./constraint.sdc <==
current_design num_ones

set clk_period 6.4
set clk_io_pct 0.2

create_clock -name clk0 -period $clk_period

set non_clock_inputs [all_inputs -no_clocks]
set_input_delay [expr $clk_period * $clk_io_pct] -clock clk0 $non_clock_inputs
set_output_delay [expr $clk_period * $clk_io_pct] -clock clk0 [all_outputs]
==> flow_metrics.py <==
# Physical implementation metrics
metrics = {
    "run": {
        "warning_count": 32,
        "maxCapViolCount": 0,
    },
    "worst_setup_path": {
        "path_class": "input port to output port",
        "worst_path_most_repeated_cell": "fa_1",
        "crit_chain": "clkdlybuf4s50_1, inv_1, fa_1, fa_1, fa_1, fa_1, inv_1, ha_2, inv_2, fa_2, inv_1, clkdlybuf4s50_1",
        "cpPeakStageDelay_ns": 0.58,
        "cp_num_buf_inv": 6,
        "critPathLaunchType": "input port",
        "crit_required_ns": 5.12,
        "critPathTopFamily": "adder cells",
        "end_kind": "output port",
        "cp_slowest_cell": "fa_1",
        "crit_arrival_ns": 4.98,
        "path_max_fanout": 2,
    },
    "floorplan": {
        "initCoreUtil_pct": 10.05,
        "die_y_um": 85,
        "die-area_sq_um": 7225,
        "die_width_um": 85,
        "row_count": 23,
        "core_sq_um": 4058,
        "io_pins": 21,
    },
    "power": {
        "max-vdd-ir-drop_v": 0.00006952,
        "powerDensity_nw_per_um2": 269.8,
        "p_leak_nw": 0.3800,
        "fin_total_pwr_uw": 190.0,
    },
    "drt": {
        "drt-pass1-iter-count": 2,
        "diodes": 0,
        "drc": 0,
        "viasPerCell": 2.617,
        "detail-route-antenna-nets": 0,
        "drt_iter0_drc": 3,
        "routedWlPerCell_um": 7.167,
        "wl_um": 860,
        "vias": 314,
    },
    "logic_synthesis": {
        "postSynthCellCount": 47,
        "ys_chip_area_sq_um": 407.9,
        "yosys_cells": 47,
        "ys_seq_share_pct": 0,
        "syn_area_sq_um": 407.9,
        "netlist-cell-type-count": 8,
        "avgSynthCellArea_sq_um": 8.679,
        "yosys_warnings": 1,
    },
    "worst_hold_path": {
        "hold_class": "input port to output port",
    },
    "final_layout": {
        "seqCellArea_sq_um": 0,
        "seq_cell_count": 0,
        "layout-drive-gt1-share_pct": 8.571,
        "layout_top_cell": "inv_1",
        "area.growth.synth_to_final_pct": 72.70,
        "lay_top_cells": "inv_1 (25), clkdlybuf4s50_1 (18), fa_1 (9), ha_1 (4)",
        "fillers": 452,
        "final_util_pct": 17.36,
        "nClkBuffers": 0,
    },
    "timing": {
        "worst_slew_pin_slew_ns": 0.1084,
        "fmax_mhz": 159.7,
        "rsz0062_at_grt": "false",
        "maxSlewViolCount": 0,
        "post-route-min-period_ns": 6.264,
        "hold_viol_final": 0,
        "slew-limit-headroom_pct": 92.72,
        "fin_tns_setup_ns": 0,
        "setup_viol": 0,
        "timing.final.crit_share_pct": 97.87,
    },
    "global_routing": {
        "grt_max_degree": 4,
        "overflow": 0,
        "antenna_found_initial": 0,
        "grt_pass1_vias": 347,
        "track_usage_pct": 2.198,
        "grt_pass1_wl_um": 1359,
    },
    "place": {
        "hpwlAfterDp_um": 846,
        "io_buffers": 21,
        "place_congestion": 0.6625,
    },
    "status": {
        "status": "finished, final reports clean",
    },
}
-- cells in the mapped netlist --
cell type / n / area [sq um]
a21o_1: 1 / 7.510
a21oi_2: 1 / 8.760
nor2b_1: 1 / 6.260
xnor2_1: 2 / 17.52
o21a_1: 1 / 7.510
fa_1: 10 / 200.2
ha_1: 5 / 62.56
inv_1: 26 / 97.59
-- layout make-up --
| type | instances | area (sq um) | share of cell area (%) |
|---|---|---|---|
| Inverter | 26 | 97.59 | 13.85 |
| Tap cell | 50 | 62.56 | 8.881 |
| Timing Repair Buffer | 23 | 229.0 | 32.50 |
| Multi-Input combinational cell | 21 | 315.3 | 44.76 |
-- repair_timing --
action	in CTS	in global routing
endpoints found under the hold margin	0	0
hold buffers	0	0
setup buffers	0	0
setup endpoints to repair	3	3
pin swaps	6	1
resized	3	3
-- final timing paths --
kind                  startpoint  endpoint  slack (ns)  cells after the start
worst max-delay path        A[0]   ones[1]        0.14                     12
worst min-delay path        A[2]   ones[2]        3.62                      6
-- cell families (layout without fill, tap and decap cells) --
| logic type | count (synthesis) | count (layout) | synth area share (%) |
|---|---|---|---|
| buffers and inverters | 26 | 49 | 23.93 |
| adders and majority gates | 15 | 15 | 64.42 |
| AOI/OAI and AO/OA | 3 | 3 | 5.830 |
| xor gates and xnor gates | 2 | 2 | 4.295 |
| and+or+nand+nor | 1 | 1 | 1.535 |
-- metrics by stage --
step | worst slack, ns | hold WS [ns] | area (sq um) | std cells
5_1_grt | 0.02182 | 3.670 | 704.4 | 120
3_3_place_gp | -0.1595 | 3.598 | 695.7 | 120
6_report | 0.1364 | 3.621 | 704.4 | 120
2_1_floorplan | 0.9933 | 2.641 | 407.9 | 47
3_5_place_dp | -0.1512 | 3.617 | 695.7 | 120
4_1_cts | 0.03636 | 3.639 | 699.4 | 120
-- where the power goes --
part	total, mW	internal (mW)	switching [mW]
registers	0	0	0
logic	0.190	0.121	0.0689
clock network	0	0	0
-- metal layers --
layer  GRT usage, %  vias up  part of all wire [%]
li1               -      169                     -
met1          2.887      133                    45
met2          3.815       12                    47
met3         0.4817        0                   8.1
met4              0        0                     0
met5              0        -                     0
Power figures rest on the tool's default switching activity, not on a simulated workload.
